File: flow/run.sh
#!/bin/bash
# OpenROAD 26Q1-2900-gdf79404cd8, Yosys 0.63+post, stock flow scripts
make -C /OpenROAD-flow-scripts/flow DESIGN_CONFIG=/design/flow/config.mk WORK_HOME=/design/flow/orfs finish
File: flow/config.mk
export PLATFORM = sky130hd
export DESIGN_NAME = writeback_calc_exc
export DESIGN_NICKNAME = writeback_calc_exc
export VERILOG_FILES = /design/flow/design.v
export SDC_FILE = /design/flow/constraint.sdc
export NUM_CORES = 4
export LEC_CHECK = 1
export CORE_AREA = 10 10 108 108
export DIE_AREA = 0 0 118 118
File: flow/constraint.sdc
current_design writeback_calc_exc

set clk_period 6.9
set clk_io_pct 0.2

create_clock -name clk0 -period $clk_period

set non_clock_inputs [all_inputs -no_clocks]
set_input_delay [expr $clk_period * $clk_io_pct] -clock clk0 $non_clock_inputs
set_output_delay [expr $clk_period * $clk_io_pct] -clock clk0 [all_outputs]
File: flow/design.v
module writeback_calc_exc(input wire [3:0]         fault,
                          input wire [31:0]        instr,
                          input wire [32-1:0]  pc,
                          input wire [31:0]        msr,
                          output wire [32-1:0] saved_pc,
                          output wire [31:0]       saved_msr,
                          output wire [32-1:0] new_pc,
                          output wire [31:0]       new_msr,
                          output wire [31:0]       new_dsisr,
                          output wire              two_cycle
                          );
   reg [32-1:0]                                saved_pc_r;
   reg [31:0]                                      saved_msr_r;
   reg [32-1:0]                                new_pc_r;
   reg [31:0]                                      new_msr_r;
   reg [31:0]                                      new_dsisr_r;
   reg                                             two_cycle_r;
   wire [32-16-1:0] 			   vectors = ((msr & 32'h00000040) != 0) ?
						   {{(32-16-4){1'b1}}, 4'h0} :
						   {(32-16){1'b0}};
   always @(*) begin
      saved_pc_r = pc;
      saved_msr_r = msr;
      new_pc_r = ({32{1'b0}});
      new_msr_r = 32'h0;
      new_dsisr_r = 32'h0;
      two_cycle_r = 0;
      casez (fault)
        1:
          new_pc_r = {vectors, 16'h0500};
        2:
          new_pc_r = {vectors, 16'h0900};
        3: begin
           new_pc_r = {vectors, 16'h0700};
           saved_msr_r = (msr & 32'h8000ffff) | 32'h00080000;
        end
        6: begin
           new_pc_r = {vectors, 16'h0700};
           saved_msr_r = (msr & 32'h8000ffff) | 32'h00020000;
        end
        11: begin
           new_pc_r = {vectors, 16'h0700};
           saved_msr_r = (msr & 32'h8000ffff) | 32'h00040000;
        end
        4: begin
           new_pc_r = {vectors, 16'h0c00};
           saved_msr_r = msr & 32'h0000ffff;
           saved_pc_r = pc + 4;
        end
        5:
          new_pc_r = {vectors, 16'h0800};
        8: begin
           new_pc_r = {vectors, 16'h0400};
           saved_msr_r = (msr & 32'h07ffffff) | 32'h40000000;
        end
        9: begin
           new_pc_r = {vectors, 16'h0400};
           saved_msr_r = (msr & 32'h07ffffff) | 32'h08000000;
        end
        10: begin
           new_pc_r = {vectors, 16'h0400};
           saved_msr_r = (msr & 32'h07ffffff) | 32'h10000000;
        end
        4'b11??: begin
           two_cycle_r = 1;
           new_pc_r = {vectors, 16'h0300};
           saved_msr_r = msr & 32'h0000ffff;
           new_dsisr_r = (fault[0] ? 32'h02000000 : 32'h0) |
                         (fault[1] ? 32'h08000000 : 32'h40000000);
        end
	7: begin
	   two_cycle_r = 1;
           new_pc_r = {vectors, 16'h0600};
           saved_msr_r = msr & 32'h0000ffff;
           new_dsisr_r = {15'h0,
			  (instr[31] ? {2'b00, instr[26], instr[30:27]} : {instr[2:1], instr[6], instr[10:7]}),
			  instr[25:21],
			  instr[20:16]
			  };
	end
        default: begin  
           new_pc_r = 32'h0;
        end
      endcase
   end
   assign new_msr = msr & 32'h00000040;
   assign saved_pc = saved_pc_r;
   assign saved_msr = saved_msr_r;
   assign new_pc = new_pc_r;
   assign new_dsisr = new_dsisr_r;
   assign two_cycle = two_cycle_r;
endmodule
==> deck_impl_summary.md <==
Implementation Results

Hold path
  • Hold Crit Class: primary input to output pin

Global route
  • Vias in the first global route: 2074
  • Remaining global-route overflow: 0
  • Initial antenna violation count: 0
  • GRT Util Overall: 0.102
  • Largest net degree at the start of global routing: 16
  • Global-route wire length before repair: around 12000 um

Worst setup path
  • Startpoint types: primary input
  • Setup CP Type: primary input to output pin
  • CP Data Required Time: between 5000 and 6000 ps
  • Crit-path max FO: 15
  • CP endpoint: saved_pc[19]
  • Crit. End Element: output pin
  • CP Launch Point: fault[3]
  • Crit path DAT: approximately 4200 ps

Synth
  • Fa+ha+maj area frac: 0.00705
  • Post-synthesis mux area share: 0.0458
  • Largest logic family: buffers and inverters
  • Cell Type Count: 36
  • Yosys Instances: 255
  • Synth Area in XOR/XNOR: 0.143
  • Basic Gates by Area: 0.341
  • Compound Share, Synth: 0.0649
  • Cells after synthesis: approximately 260
  • Sequential share of the synthesized area: 0
  • Yosys warning tally: 1
  • Mapped Avg Cell Area: 6.96 um^2
  • Mapped Area: 1770 um^2
  • Chip Area, Yosys: between 1500 and 2000 um^2

Cells and area
  • Clk_buf instances: 0
  • Reg area: 0 um^2
  • Non-Filler Instances: 507
  • Final core utilization: 0.329
  • Layout cells sized above 1: 0.0291
  • Seq cells: 0
  • Area grow syn2layout: 72.4%

STA
  • Final max-slew violation count: 0
  • RSZ-0062 raised after global routing: false
  • Max Clk Rate: 179 MHz
  • Relative max-transition margin: 0.441
  • Final hold violation count: 0
  • Setup-failing EPs final: 0
  • Actual slew at the worst max-slew pin: 832 ps
  • Fin crit period: between 5000 and 6000 ps
  • Setup TNS: 0 ps
  • Final period util: 0.809

Clocking
  • CTS Hold Buffers Added: 0
  • Post-CTS setup buffers: 0
  • Post-CTS sizing: 0

Die
  • Site row count: 35
  • Chip area: about 14000 um^2
  • Die x size: between 100 and 150 um
  • Core Density at Floorplan: 0.191
  • Core area: 9280 um^2
  • Die height: roughly 120 um
  • Num ports: between 200 and 300

Run
  • Max Cap Viol: 0
  • Number of OpenROAD warnings: 41

Route
  • Iteration count of the initial detailed-routing pass: 4
  • Via-to-Cell Ratio: between 3 and 4
  • Routed len/inst: about 15 um
  • DRT iter0 DRCs: roughly 94
  • DRC viols: 0
  • Ant. Diodes: 0
  • Final wirelength: between 7000 and 8000 um
  • Total number of vias: ~1900
  • Antenna viol nets, final: 0

Run status
  • Status: finished clean

Placed design
  • Detailed Place HPWL: 7020 um
  • Gpl congestion: between 0.7 and 0.8
  • Placed Instances: around 510
  • IO buf count: approximately 160

Power and ir drop
  • Pwr dens: between 40 and 50 nW/um^2
  • Worst VDD drop: between 0.015 and 0.02 mV
  • Leakage: around 1.2 nW
cell usage in the layout, fill, tap and decap left out, types with 2 or more instances in the layout:
master	netlist	layout
clkdlybuf4s50_1	0	159
conb_1	1	59
nor2_1	23	23
xnor2_1	21	21
and2_1	20	20
nand2_1	18	18
nand3_1	9	9
and3_1	9	9
xor2_1	8	8
mux2i_1	7	7
nand4_1	7	7
inv_1	4	4
a21oi_1	3	3
a22o_1	3	3
nor3_4	3	3
nand3_2	3	3
o21ai_0	3	3
nor2b_1	2	2
nor3b_1	2	2
logic make-up (layout without fill, tap and decap cells):
family,after synthesis,count (layout)
buf+inv,98,163
xor+xnor,29,29
compound gates,16,16
other cells,1,59
simple gates,102,102
mux,8,8
fa+ha+maj,1,1
cells in the mapped netlist (all sizes together):
cell type	instances	area, um^2
or2	1	6.26
nor4b	1	23.8
mux2	1	11.3
o21a	1	7.51
and2	20	125
conb	1	3.75
mux2i	7	70.1
buf	91	676
nor2	23	86.3
a31oi	1	6.26
inv	4	15.0
xor2	8	70.1
nor3	5	63.8
nor2b	2	12.5
o21ai	3	15.0
and4	1	8.76
a211oi	1	7.51
a21oi	3	15.0
ha	1	12.5
nand3	12	75.1
clkbuf	3	11.3
xnor2	21	184
nand4	8	65.1
a22o	3	26.3
o2111a	1	11.3
o32ai	1	8.76
o311a	1	10.0
a22oi	1	7.51
nor3b	2	15.0
nand2	18	67.6
and3	9	56.3
where the power goes:
| group | total (mW) | switching [mW] | leakage, nW | internal (mW) |
|---|---|---|---|---|
| sequential | 0 | 0 | 0 | 0 |
| clock | 0 | 0 | 0 | 0 |
| combinational | 0.137 | 0.0439 | 1.25 | 0.0929 |
| total | 0.137 | 0.0439 | 1.25 | 0.0929 |
worst max-delay path, cell delays in order:
cell	delay, ps
clkdlybuf4s50_1	730
nor4b_4	680
nand3_2	260
nor3_4	330
nand4_1	160
xnor2_1	160
clkdlybuf4s50_1	490
area by class of cell:
type               instances  area, um^2
repair buffers           159        1590
multi-input cells        215        1290
well taps                129         161
fillers                 1015        6230
inverters                  4        15.0
metal layers:
| layer | vias up | part of all wire | GRT usage |
|---|---|---|---|
| li1 | 944 | - | - |
| met1 | 834 | 0.41 | 0.120 |
| met2 | 123 | 0.47 | 0.175 |
| met3 | 8 | 0.11 | 0.0428 |
| met4 | 0 | 0.0064 | 0.00696 |
| met5 | - | 0 | 0 |
worst min-delay path by stage:
stage | startpoint | end | slack (ps) | depth (start not counted)
after CTS | msr[0] | saved_msr[0] | 2760 | 0
after global routing | msr[0] | saved_msr[0] | 2760 | 0
final | msr[0] | saved_msr[0] | 2760 | 0
stage by stage:
step	hold slack [ps]	setup slack [ps]	total power [mW]	area, um^2
2_1_floorplan	2790	2960	0.0637	1990
3_3_place_gp	2760	1350	0.140	3060
3_5_place_dp	2760	1290	0.140	3060
4_1_cts	2760	1290	0.141	3060
5_1_grt	2760	1150	0.151	3060
6_report	2760	1320	0.137	3060
Power figures rest on the tool's default switching activity, not on a simulated workload.
